**config.mk**
```make
export PLATFORM = sky130hd
export DESIGN_NAME = up_counter
export DESIGN_NICKNAME = up_counter
export VERILOG_FILES = /design/flow/design.v
export SDC_FILE = /design/flow/constraint.sdc
export NUM_CORES = 4
export LEC_CHECK = 1
export CORE_AREA = 10 10 70 70
export DIE_AREA = 0 0 80 80
```
**run.sh**
```bash
#!/bin/bash
# OpenROAD 26Q1-2900-gdf79404cd8, Yosys 0.63+post, stock flow scripts
make -C /OpenROAD-flow-scripts/flow DESIGN_CONFIG=/design/flow/config.mk WORK_HOME=/design/flow/orfs finish
```
**constraint.sdc**
```tcl
current_design up_counter

set clk_period 1.2
set clk_io_pct 0.2

create_clock -name clk0 -period $clk_period [get_ports {clock_signal}]

set non_clock_inputs [all_inputs -no_clocks]
set_input_delay [expr $clk_period * $clk_io_pct] -clock clk0 $non_clock_inputs
set_output_delay [expr $clk_period * $clk_io_pct] -clock clk0 [all_outputs]
```
**design.v**
```verilog
module and2 (input wire input_wire0, input_wire1, output wire output_wire);
	assign output_wire = input_wire0 & input_wire1;
endmodule
module or2 (input wire input_wire0, input_wire1, output wire output_wire);
	assign output_wire = input_wire0 | input_wire1;
endmodule
module toggle_flip_flop (input wire clock_signal,reset_wire,toggle_wire, output data_wire);
	reg data_wire;
	always @ (posedge clock_signal) 
	begin
	if(reset_wire)
		data_wire=4'b0000;
	else 
		if(toggle_wire) data_wire=~data_wire;	
		else data_wire=data_wire;		
end
endmodule
module down_counter (input wire  clock_signal, reset_signal, output wire[3:0]q);
	wire [5:0]a;
	wire [2:0]or_out;
	toggle_flip_flop t1 ( clock_signal, reset_signal, 1'b1, q[0]);
	and2 and2_1 (q[0], 1'b0, a[0]);
	and2 and2_2 (~q[0], 1'b1, a[1]);
	or2 or2_1 (a[0], a[1], or_out[0]);
	toggle_flip_flop t2 ( clock_signal, reset_signal, or_out[0], q[1]);
	and2 and2_3 (q[1], a[0], a[2]);
	and2 and2_4 (~q[1], a[1], a[3]);
	or2 or2_2 (a[2], a[3], or_out[1]);
	toggle_flip_flop t3 ( clock_signal, reset_signal, or_out[1], q[2]);
	and2 and2_5 (q[2], a[2], a[4]);
	and2 and2_6 (~q[2], a[3], a[5]);
	or2 or2_3 (a[4], a[5], or_out[2]);
	toggle_flip_flop t4 ( clock_signal, reset_signal, or_out[2], q[3]);
endmodule
module up_counter (input wire  clock_signal, reset_signal, output wire[3:0]q);
	wire [5:0]a;
	wire [2:0]or_out;
	toggle_flip_flop t1 ( clock_signal, reset_signal, 1'b1, q[0]);
	and2 and2_1 (q[0], 1'b1, a[0]);
	and2 and2_2 (~q[0], 1'b0, a[1]);
	or2 or2_1 (a[0], a[1], or_out[0]);
	toggle_flip_flop t2 ( clock_signal, reset_signal, or_out[0], q[1]);
	and2 and2_3 (q[1], a[0], a[2]);
	and2 and2_4 (~q[1], a[1], a[3]);
	or2 or2_2 (a[2], a[3], or_out[1]);
	toggle_flip_flop t3 ( clock_signal, reset_signal, or_out[1], q[2]);
	and2 and2_5 (q[2], a[2], a[4]);
	and2 and2_6 (~q[2], a[3], a[5]);
	or2 or2_3 (a[4], a[5], or_out[2]);
	toggle_flip_flop t4 ( clock_signal, reset_signal, or_out[2], q[3]);
endmodule
```
==> flow_summary.toml <==
# flow metrics
[status]
status = "finished clean"

[die]
die_w_um = 80
num_rows = 21
fp.dieH_um = 80
core_area_sq_um = 3420
floorplan.die_area_sq_um = 6400
initial_core_util_pct = 5.42
ios = 6

[pwr]
vdd_ir_drop_max_mv = 0.188
p_switching_mw = 0.0775
seq_power_share_pct = 40.4
pwr_density_cell_nw_per_um2 = 1160
leakage_nw = 0.133
internal-power_mw = 0.287
p_sw_share_pct = 21.3
pwr-share-clk_pct = 45.6
p_comb_share_pct = 14.0

[logic_synthesis]
ys_sh_adder_pct = 0
yosys_warnings = 1
avgSynthCellArea_sq_um = 10.3
ys_sh_mux_pct = 8.11
simple_gate_area_share_pct = 19.6
syn_inst = 18
ys.flops = 4
yosys-dominant-comb-family = "simple AND/OR/NAND/NOR gates"
yosys-stat-area_sq_um = 185
ys_sh_xor_pct = 4.73
ys_seq_share_pct = 43.2
synthDistinctLibCells = 10
ys_cells = 18
ys_sh_aoi_pct = 8.11
netlist_area_sq_um = 185

[clock_network]
clkLatencyLatePin_ns = 0.24
cts.path.max_buffers = 2
cts.sinks = 4
cts_root_buffer = "clkbuf_4"
clk_pin_slew_worst_paths_ns = 0.04
htreeDepth = 1
cts_buffers = 3
cts_tree = "yes"

[sta]
setup_tns_ns = 0
worst_pin_slew_ns = 0.127
hold_viol_final = 0
finalCriticalPeriod_ns = 1.04
fin_worst_skew_ns = 0.0108
report.final.slew_viol_count = 0
hold_ws_ns = 0.524
rsz0062_at_grt = "no"
period_used_pct = 86.9
fmax_ghz = 0.959
setup_viol = 0
relSlewSlack_pct = 91.5

[critical_path]
r2r_setup_slack_ns = 0.28
arrival_ns = 1.16
cp_top_family = "buffers and inverters"
required_ns = 1.32
crit_path_top_delay_cell = "clkdlybuf4s50_1"
critical_path.max_stage_delay_ns = 0.49
rr_worst_depth = 3
cp.buffers_inverters = 1
cp_cell_sequence = "clkdlybuf4s50_1 -> and2b_1 -> mux2_4"
startpoint_type = "input pin"
path_depth = 3
critPathKind = "in -> reg"
crit_path_end_kind = "flop"
crit_fanout = 3

[global_routing]
grt_pass1_vias = 163
grt_pass1_wl_um = 607
grt_start_max_net_pins = 6
grt_overflow_total = 0
gr-usage-all-layers_pct = 1.14
antenna_found_initial = 0

[drt]
wl_per_cell_um = 5.68
drt_first_iter_violations = 17
wirelength_um = 409
antenna-diode-count = 0
ant_nets = 0
dr_total_vias = 148
routed_via_density = 2.06
firstDrtPassIters = 2
drc = 0

[min_path]
hp-class = "reg -> reg"
whs_path_depth = 2

[cells_and_area]
postLayoutCellArea_sq_um = 315
final_cells = 72
utilization_pct = 9.23
layout-drive-gt1-share_pct = 53.8
area_growth_pct = 70.3

[placed_design]
dpl_cell_area_sq_um = 285
place.gp.congestion = 0.528
dp_hpwl_um = 307
io_buffers = 5
dp.cells = 68

[run]
maxCapViolCount = 0
openroad.warnings = 25
-- tightest hold or removal path: stages (launching register included) --
cell     delay, ns
dfxtp_2       0.31
buf_4         0.13
nor2_1        0.05
-- power by group through the flow --
stage | clock [mW] | sequential, mW | combinational, mW
after CTS | 0.174 | 0.148 | 0.0517
after global routing | 0.179 | 0.148 | 0.0567
final | 0.166 | 0.147 | 0.0511
-- final timing paths --
| path | start | end |
|---|---|---|
| worst min-delay path | t1.data_wire | t1.data_wire |
| worst max register to register | t1.data_wire | t4.data_wire |
| worst min register to register | t1.data_wire | t1.data_wire |
| worst max-delay path | reset_signal | t4.data_wire |
-- area by class of cell --
cell class                 instances  area [sq um]
clock buffer                       3          22.5
fill                             399          3100
multi-input combinational         10          75.1
sequential                         4          85.1
tap                               46          57.6
timing repair buffer               9          75.1
-- placed cells by master, fill, tap and decap left out --
cell type        instances
dlygate4sd2_1            4
buf_4                    4
dfxtp_2                  4
nor2_1                   3
clkbuf_4                 3
xnor2_1                  1
and2b_1                  1
nand3_2                  1
mux2_4                   1
a21bo_2                  1
nand3b_1                 1
a21oi_1                  1
clkdlybuf4s50_1          1
-- timing repair --
| item | CTS | global route |
|---|---|---|
| hold buffers | 0 | 0 |
| setup endpoints to repair | 4 | 0 |
| gates resized | 8 | 0 |
| setup buffers | 1 | 0 |
-- synthesized netlist by cell type --
master    instances  share of area, %
a21oi_1           1               2.7
nand3b_1          1               4.1
nor2_1            3               6.1
xnor2_1           1               4.7
mux2_4            1               8.1
nand3_2           1               5.4
and2b_1           1               4.1
dfxtp_1           4                43
buf_4             4                16
a21bo_2           1               5.4
-- registers in the layout, summed over array words and instances, names as in the netlist --
| name | count |
|---|---|
| t4.data_wire | 1 |
| t1.data_wire | 1 |
| t2.data_wire | 1 |
| t3.data_wire | 1 |
-- stage by stage --
step	total power, mW	worst slack [ns]
after floorplan	0.176	0.300
after global placement	0.200	-0.0851
after detailed placement	0.202	-0.0924
after CTS	0.373	0.156
after global routing	0.384	0.138
final	0.365	0.157
-- routing by layer --
metal,track usage (%),part of all wire (%),up-vias
met5,0,0,-
met4,0.880,4.6,0
met3,0.795,12,2
met2,1.77,45,7
met1,1.00,37,66
li1,-,-,73
-- kinds of logic (layout without fill, tap and decap cells) --
group / after synthesis / count (layout)
AOI/OAI and AO/OA: 2 / 2
buffers and inverters: 4 / 12
DFF: 4 / 4
and+or+nand+nor: 6 / 6
muxes: 1 / 1
xor gates and xnor gates: 1 / 1
Power and IR drop assume default switching activity.
